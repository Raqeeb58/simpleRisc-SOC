==> flow/design.v <==
module memory_unit(clk,isLd,isSt,address,data_in,data_out);
input clk,isLd,isSt;
input [31:0]address,data_in;
output [31:0]data_out;
reg [31:0] data_registers[30:0];
initial
begin
    data_registers[0] = 5;
    data_registers[1] = 5;
    data_registers[2] = 5;
    data_registers[3] = 5;
    data_registers[4] = 5;
    data_registers[5] = 5;
    data_registers[6] = 5;
    data_registers[7] = 5;
    data_registers[8] = 5;
    data_registers[9] = 5;
    data_registers[10] = 9;
    data_registers[11] = 5;
    data_registers[12] = 5;
    data_registers[13] = 5;
    data_registers[14] = 5;
    data_registers[15] = 2;
end
always @(posedge clk)
begin
    if(isSt)
    begin
        data_registers[address] <= data_in;  
    end
end
assign data_out = (isLd)? data_registers[address] : 32'h00000000;   
endmodule
==> flow/run.sh <==
#!/bin/bash
# OpenROAD 26Q1-2900-gdf79404cd8, Yosys 0.63+post, stock flow scripts
make -C /OpenROAD-flow-scripts/flow DESIGN_CONFIG=/design/flow/config.mk WORK_HOME=/design/flow/orfs finish
==> flow/config.mk <==
export PLATFORM = sky130hd
export DESIGN_NAME = memory_unit
export DESIGN_NICKNAME = memory_unit
export VERILOG_FILES = /design/flow/design.v
export SDC_FILE = /design/flow/constraint.sdc
export NUM_CORES = 4
export LEC_CHECK = 1
export CORE_UTILIZATION = 50
==> flow/constraint.sdc <==
current_design memory_unit

set clk_period 11.3
set clk_io_pct 0.2

create_clock -name clk0 -period $clk_period [get_ports {clk}]

set non_clock_inputs [all_inputs -no_clocks]
set_input_delay [expr $clk_period * $clk_io_pct] -clock clk0 $non_clock_inputs
set_output_delay [expr $clk_period * $clk_io_pct] -clock clk0 [all_outputs]
==> results.py <==
# Auto-generated metrics
metrics = {
    "power": {
        "p_total_mw": 7.542,
        "swShare_pct": 20.31,
        "clkPwrFrac_pct": 41.0,
        "powerDensity_nw_per_um2": 173.9,
        "peakVddDrop_v": 0.0001457,
        "p_switching_mw": 1.532,
        "p_int_mw": 6.010,
        "p_comb_share_pct": 4.6,
        "seqPwrFrac_pct": 54.4,
        "leakagePower_nw": 14.06,
    },
    "worst_setup_path": {
        "critPathMaxFanout": 31,
        "required_ns": 9.04,
        "crit_path_end_kind": "output pin",
        "cp_slowest_stage_delay_ns": 0.74,
        "cp_num_buf_inv": 4,
        "cp_top_family": "buffers and inverters",
        "slowest_stage": "nor4_1",
        "crit_type": "in -> out",
        "critPathLaunchType": "primary input",
        "path_cells": "clkdlybuf4s50_1 -> buf_4 -> nand4bb_2 -> buf_4 -> o22ai_1 -> nor4_1 -> a31oi_1 -> clkdlybuf4s50_1",
        "critPathArrivalTime_ns": 5.87,
    },
    "sta": {
        "post-route-period-util_pct": 71.93,
        "rsz0062_at_grt": "no",
        "tightest_slew_ns": 0.9855,
        "setup_viol": 0,
        "timing.final.ws_setup_ns": 3.172,
        "min_period_ns": 8.128,
        "final_hold_viol_count": 0,
        "tns_ns": 0,
        "fmax_ghz": 0.1230,
        "maxSlewViolCount": 0,
        "max_slew_margin_pct": 34.09,
    },
    "logic_synthesis": {
        "netlist_instances": 1920,
        "yosysWarningCount": 1,
        "synth_area_per_cell_um2": 19.85,
        "ys_seq_share_pct": 78.14,
        "synth_cell_type_count": 42,
        "synth-edff-count": 992,
        "synth_chip_area_um2": 38120,
        "ys_async_sr_fraction_pct": 0,
        "ys_cells": 1920,
        "synth_area_um2": 38120,
        "ys.flops": 992,
        "synthFlopType": "edfxtp_1",
    },
    "detailed_routing": {
        "wl_per_cell_um": 27.62,
        "dr.pass1.iters": 5,
        "top_layer": "met4",
        "routed_wl_um": 85610,
        "vias": 18710,
        "drtIter0Drc": 938,
        "dr_wl_met3_um": 13450,
        "antenna-diode-count": 0,
        "antenna_left": 0,
        "wl_met1_um": 29650,
        "route.detailed.drc": 0,
        "viasPerCell": 6.036,
        "wl_met2_um": 40950,
    },
    "finish": {
        "final_area_um2": 43370,
        "area_growth_pct": 13.78,
        "fill_cells": 5320,
        "reg_top3": "data_registers (992)",
        "ff_latch_area_um2": 29790,
        "fin_util_pct": 57.87,
        "logic_area_um2": 7986,
        "drive_above_1_share_pct": 17.93,
        "largest_reg_flops": 992,
        "regMostFlops": "data_registers",
    },
    "clocking": {
        "clock_path_buffers": 3,
        "cts_root_buf": "clkbuf_16",
        "cts_resized": 0,
        "clkTransAtPathRegs_ns": 0.06,
        "cts_setup_buffers": 0,
        "clock_sinks": 992,
        "htreeDepth": 3,
        "cts_tree": "built",
        "postCtsHoldBufs": 0,
        "cts_buffers": 101,
    },
    "floorplanning": {
        "die-area_um2": 77350,
        "die_x_um": 278.1,
        "io_pins": 99,
        "fp_util_pct": 50.86,
        "core_area_um2": 74950,
        "die_h_um": 278.1,
        "num_rows": 100,
    },
    "placement": {
        "port_buffers": 71,
        "pre_cts_slack_ns": 3.204,
        "gp_congestion": 0.8021,
        "hpwl_um": 43430,
        "place_area_um2": 40300,
    },
    "global_route": {
        "first_global_vias": 20020,
        "antenna_found_initial": 0,
        "track_usage_pct": 25.52,
        "overflow": 0,
        "grt_max_degree": 108,
        "grt_pass1_wl_um": 126600,
    },
    "run": {
        "cap_violations": 0,
        "tool_warnings": 56,
    },
    "min_path": {
        "hp-class": "in -> reg",
    },
    "status": {
        "outcome": "finished clean",
    },
}
power groups by stage:
stage     logic [mW]  clock network [mW]  registers (mW)
6_report       0.348                3.09            4.10
4_1_cts        0.353                3.14            4.10
5_1_grt        0.379                3.29            4.11
layer usage:
layer	up-vias	global-route usage, %
met5	-	0
met4	0	3.853
met3	122	17.90
met2	1165	37.02
met1	9203	35.26
li1	8221	-
cells in the mapped netlist (all sizes together) (3+ instances only):
| cell type | n | area (um2) |
|---|---|---|
| nand3b | 7 | 52.55 |
| nand4bb | 4 | 45.04 |
| a22oi | 29 | 217.7 |
| nor4 | 32 | 200.2 |
| o211ai | 29 | 217.7 |
| mux4 | 94 | 2117 |
| mux2 | 32 | 360.4 |
| inv | 5 | 18.77 |
| edfxtp | 992 | 29790 |
| o22ai | 121 | 757.0 |
| mux2i | 260 | 2603 |
| nand2b | 32 | 200.2 |
| nand3 | 4 | 20.02 |
| or3b | 3 | 26.28 |
| o21ai | 3 | 15.01 |
| nand2 | 33 | 123.9 |
| clkbuf | 37 | 138.9 |
| a31oi | 29 | 181.4 |
| a41oi | 3 | 26.28 |
| nor2 | 36 | 135.1 |
| a21o | 29 | 217.7 |
| nor3 | 6 | 30.03 |
| buf | 78 | 452.9 |
| or4b | 3 | 30.03 |
final timing paths:
path       start                     to  slack (ns)  depth (start not counted)
min   data_in[0]  data_registers[22][0]        2.44                          2
max   address[4]           data_out[27]        3.17                          8
cell families (layout without fill, tap and decap cells):
group           count (synthesis)  in the layout  share of synthesized area (%)
buf+inv                       120            331                          1.602
compound gates                255            255                          4.539
flops                         992            992                          78.14
simple gates                  167            167                          2.390
mux                           386            386                          13.33
per-stage QoR:
| step | std cells | hold slack, ns |
|---|---|---|
| final | 3100 | 2.435 |
| after floorplan | 1920 | 2.359 |
| after global placement | 2919 | 3.081 |
| after CTS | 3100 | 2.403 |
| after global routing | 3100 | 2.431 |
| after detailed placement | 2919 | 3.092 |
placed cells by master, fill, tap and decap left out, types with 5 or more instances in the layout:
cell type	netlist	layout
a21o_1	29	29
a22oi_1	29	29
a31oi_1	29	29
buf_4	10	72
clkbuf_1	37	23
clkbuf_16	0	105
clkdlybuf4s50_1	0	68
clkinv_1	0	24
clkinv_2	0	19
edfxtp_1	992	992
mux2_2	32	32
mux2i_1	260	260
mux4_2	94	94
nand2_1	33	32
nand2b_1	32	32
nand3b_1	7	7
nor2_1	36	5
nor2_4	0	31
nor4_1	32	32
o211ai_1	29	29
o22ai_1	121	121
final cells by class:
cell class	count	share of cell area, %
Multi-Input combinational cell	808	18.41
Sequential cell	992	68.68
Timing Repair Buffer	145	2.989
Clock inverter	53	0.8193
Inverter	5	0.04327
Tap cell	969	2.795
Clock buffer	128	6.257
Power figures rest on the tool's default switching activity, not on a simulated workload.
